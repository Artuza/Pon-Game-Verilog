$ cat design/flow/design.v
module spi_control#(
        parameter SPI_CLK_FREQ  = 2_000_000,
        parameter UPDATE_FREQ   = 50
    )(
        input                   reset_n,
        input                   clk,
        input                   spi_clk,  
        input                   spi_clk_out,
        output                  data_update,
        output [15:0]           data_x,
        output [15:0]           data_y,
        output                  SPI_SDI,
        input                   SPI_SDO,
        output                  SPI_CSN,
        output                  SPI_CLK,
        input [1:0]             interrupt  
    );
localparam TIMECOUNT = SPI_CLK_FREQ / UPDATE_FREQ;
localparam SDI_WIDTH = 16;
localparam SDO_WIDTH = 8;
localparam WRITE_MODE      = 2'b00;
localparam READ_MODE       = 2'b10;
localparam INI_NUMBER      = 4'd11;
localparam   IDLE            = 0;
localparam   TRANSFER        = 1;
localparam   INTERACT        = 2;
localparam   BW_RATE         = 6'h2c;
localparam   POWER_CONTROL   = 6'h2d;
localparam   DATA_FORMAT     = 6'h31;
localparam   INT_ENABLE      = 6'h2E;
localparam   INT_MAP         = 6'h2F;
localparam   THRESH_ACT      = 6'h24;
localparam   THRESH_INACT    = 6'h25;
localparam   TIME_INACT      = 6'h26;
localparam   ACT_INACT_CTL   = 6'h27;
localparam   THRESH_FF       = 6'h28;
localparam   TIME_FF         = 6'h29;
localparam   INT_SOURCE      = 6'h30;  
localparam   X_LB            = 6'h32;  
localparam   X_HB            = 6'h33;  
localparam   Y_LB            = 6'h34;  
localparam   Y_HB            = 6'h35;  
localparam   Z_LB            = 6'h36;  
localparam   Z_HB            = 6'h37;  
reg  [3:0]              init_index;
reg  [SDI_WIDTH-3:0]    write_data;
reg  [SDI_WIDTH-1:0]    data_tx;
reg                     start;
wire                    done;
wire [SDO_WIDTH-1:0]    data_rx;
reg  [1:0]              spi_state;
reg data_update_internal;
reg [1:0] data_update_shift;
reg  [$clog2(TIMECOUNT)-1:0]   sample_count;  
wire sample;
reg [2:0] read_index;
reg [7:0] read_command;
localparam LAST_READ_COMMAND = 4;
reg [7:0] data_storage [3:0];
assign data_x = {data_storage[1], data_storage[0]};
assign data_y = {data_storage[3], data_storage[2]};
spi_serdes serdes (
        .reset_n        (reset_n),
        .spi_clk        (spi_clk),
        .spi_clk_out    (spi_clk_out),
        .data_tx        (data_tx),
        .start          (start),
        .done           (done),
        .data_rx        (data_rx),
        .SPI_SDI        (SPI_SDI),
        .SPI_SDO        (SPI_SDO),
        .SPI_CSN        (SPI_CSN),
        .SPI_CLK        (SPI_CLK)
    );
always @ (*) begin
    case (init_index)
        0       : write_data = {THRESH_ACT,     8'h20};
        1       : write_data = {THRESH_INACT,   8'h03};
        2       : write_data = {TIME_INACT,     8'h01};
        3       : write_data = {ACT_INACT_CTL,  8'h7f};
        4       : write_data = {THRESH_FF,      8'h09};
        5       : write_data = {TIME_FF,        8'h46};
        6       : write_data = {BW_RATE,        8'h09};
        7       : write_data = {INT_ENABLE,     8'h10};
        8       : write_data = {INT_MAP,        8'h10};
        9       : write_data = {DATA_FORMAT,    8'h00};
        default : write_data = {POWER_CONTROL,  8'h08};
    endcase
end
always @(*) begin
    case (read_index)
        0 : read_command = {READ_MODE, X_LB};
        1 : read_command = {READ_MODE, X_HB};
        2 : read_command = {READ_MODE, Y_LB};
        3 : read_command = {READ_MODE, Y_HB};
        default : read_command = {READ_MODE, INT_SOURCE};
    endcase
end
assign sample = (sample_count == TIMECOUNT - 1);
always @(posedge spi_clk or negedge reset_n) begin
    if (!reset_n) begin
        sample_count <= 0;
    end else begin
        if (sample) begin
            sample_count <= 0;
        end else begin
            sample_count <= sample_count + 1'b1;
        end
    end 
end
always@(posedge spi_clk or negedge reset_n) begin
    if(!reset_n) begin
        init_index              <= 4'b0;
        start                   <= 1'b0;
        spi_state               <= IDLE;
        read_index              <= 0;
        data_update_internal    <= 1'b0;
    end else if(init_index < INI_NUMBER) begin
        case(spi_state)
            IDLE : begin
                data_tx   <= {WRITE_MODE, write_data};
                start     <= 1'b1;
                spi_state <= TRANSFER;
            end
            TRANSFER : begin
                if (done) begin
                    init_index  <= init_index + 4'b1;
                    start       <= 1'b0;
                    spi_state   <= IDLE;
                end
            end
        endcase
     end else begin
        case(spi_state)
            IDLE : begin
                data_update_internal    <= 1'b0;
                read_index              <= 0;
                start                   <= 1'b0;
                if (sample) begin
                    spi_state <= INTERACT;
                end
            end
            INTERACT : begin
                data_tx[15:8] <= read_command;
                if (read_index > 0) begin
                    data_storage[read_index - 1'b1] <= data_rx;
                end
                start <= 1'b1;
                spi_state <= TRANSFER;
            end
            TRANSFER : begin
                if (done) begin
                    start <= 1'b0;
                    if (read_index == LAST_READ_COMMAND) begin
                        data_update_internal <= 1'b1;
                        spi_state   <= IDLE;
                    end else begin
                        read_index  <= read_index + 1'b1;
                        spi_state   <= INTERACT;
                    end
                end
            end
            default: begin
                spi_state <= IDLE;
            end
        endcase
    end
end
always @(posedge clk) begin
    data_update_shift <= {data_update_shift[0], data_update_internal};
end
assign data_update = data_update_shift == 2'b01;
endmodule
module spi_serdes(
        input                       reset_n,
        input                       spi_clk,
        input                       spi_clk_out,
        input       [15:0]          data_tx,
        input                       start,
        output                      done,
        output reg  [7:0]           data_rx,
        output                      SPI_SDI,
        input                       SPI_SDO,
        output                      SPI_CSN,
        output                      SPI_CLK
    );
localparam  IDLE = 0;  
localparam WRITE = 1;  
localparam  READ = 2;  
localparam STALL = 3;  
reg [1:0]  state = IDLE;
reg [3:0]  count;
reg [15:0] data_tx_reg;
reg read;
wire spi_active;
assign spi_active = (state == READ || state == WRITE);
assign SPI_CSN = ~(spi_active || start);
assign SPI_CLK = spi_active ? spi_clk_out : 1'b1;
assign SPI_SDI = (state == WRITE) ? data_tx_reg[count] : 1'b1;
assign done    = (state == STALL);
always @(posedge spi_clk or negedge reset_n) begin
    if (reset_n == 1'b0) begin
        state <= IDLE;
    end else begin
        case (state)
            IDLE : begin
                count <= 4'hf;
                if (start) begin
                    read        <= data_tx[15];
                    data_tx_reg <= data_tx;
                    state       <= WRITE;
                end
            end
            WRITE : begin
                count <= count - 4'b0001;
                if (read && (count == 8)) begin
                    state <= READ;
                end else if (count == 0) begin
                    state <= STALL;
                end
            end
            READ : begin
                count <= count - 4'b0001;
                data_rx <= {data_rx[6:0],SPI_SDO};
                if (count == 0) begin
                    state <= STALL;
                end
            end
            STALL: state <= IDLE;
        endcase
    end
end
endmodule
$ cat design/flow/run.sh
#!/bin/bash
# OpenROAD 26Q1-2900-gdf79404cd8, Yosys 0.63+post, stock flow scripts
make -C /OpenROAD-flow-scripts/flow DESIGN_CONFIG=/design/flow/config.mk WORK_HOME=/design/flow/orfs finish
$ cat design/flow/config.mk
export PLATFORM = sky130hd
export DESIGN_NAME = spi_control
export DESIGN_NICKNAME = spi_control
export VERILOG_FILES = /design/flow/design.v
export SDC_FILE = /design/flow/constraint.sdc
export NUM_CORES = 4
export LEC_CHECK = 1
export CORE_UTILIZATION = 30
$ cat design/flow/constraint.sdc
current_design spi_control

set clk_period 4.4
set clk_io_pct 0.2

create_clock -name clk0 -period $clk_period [get_ports {clk}]
create_clock -name clk1 -period $clk_period [get_ports {spi_clk}]

set non_clock_inputs [all_inputs -no_clocks]
set_input_delay [expr $clk_period * $clk_io_pct] -clock clk0 $non_clock_inputs
set_output_delay [expr $clk_period * $clk_io_pct] -clock clk0 [all_outputs]
==> impl_metrics.env <==
# yosys + openroad results
export IMPL_log_warning_count=38
export IMPL_rsz0062_at_grt="false"
export IMPL_drtPass1Iterations=4
export IMPL_worst_endpoint_required_ns=3.52
export IMPL_hold_path_cell_count=0
export IMPL_vias=2418
export IMPL_synth_most_common_cell="edfxtp_1"
export IMPL_pin_count=43
export IMPL_holdCritStartpoint="data_update_shift[0]"
export IMPL_synth_chip_area_um2=4130
export IMPL_synth_seq_cells=100
export IMPL_crit_reg2reg_capture="data_storage[3][5]"
export IMPL_drt_iter0_markers=211
export IMPL_post_synth_cell_area_avg_um2=13.8
export IMPL_crit_reg2reg_launch="init_index[0]"
export IMPL_grt_pass1_vias=2368
export IMPL_synth_seq_area_share_pct=68.6
export IMPL_final_layout_size_suffix_gt1_share_pct=7.67
export IMPL_fp_dieH_um=119
export IMPL_enable_flop_cells=68
export IMPL_common_cells="68 x edfxtp_1, 29 x dfrtp_1, 24 x nand2_1, 22 x nor2_1, 16 x ha_1"
export IMPL_antenna_found_initial=0
export IMPL_syn_to_final_growth_pct=23.1
export IMPL_critical_path_n_buffers_inverters=1
export IMPL_fin_cells=528
export IMPL_cpPeakStageDelay_ns=0.54
export IMPL_yosys_top_cells_area="edfxtp_1 49%, dfrtp_1 18%, ha_1 4.8%, xnor2_1 2.3%, nand2_1 2.2%"
export IMPL_top_cell_area_share_pct=49.4
export IMPL_max_vdd_ir_drop_mv=0.339
export IMPL_timing_final_max_slew_violations=0
export IMPL_post_drt_wl_per_cell_um=12.4
export IMPL_clock_tree_from_tritoncts="yes"
export IMPL_cts_clk_pin_slew_worst_paths_ns=0.06
export IMPL_critical_path_startpoint_category="flip-flop"
export IMPL_synth_async_reset_ratio_pct=30.0
export IMPL_grt_overflow_total=0
export IMPL_dp_hpwl_um=4610
export IMPL_residual_antenna_violating_net_count_after_detailed_routing=0
export IMPL_io_buffer_count=39
export IMPL_postCtsResizedCells=0
export IMPL_netlist_instances=300
export IMPL_p_leak_nw=1.87
export IMPL_outcome="completed"
export IMPL_detail_route_vias_per_cell=4.58
export IMPL_hold_buffers=0
export IMPL_timing_critical_path_max_delay_family="buffers and inverters"
export IMPL_grt_start_max_net_pins=26
export IMPL_placement_setup_worst_slack_ns=1.30
export IMPL_worst_hold_path_endpoint="data_update_shift[1]"
export IMPL_yosys_area_top_type="edfxtp_1"
export IMPL_drc=0
export IMPL_cells_along_the_critical_path="mux4_2, nor2_1, o311ai_0, clkdlybuf4s50_1"
export IMPL_chip_area_um2=14200
export IMPL_worstHoldPathType="reg2reg"
export IMPL_synth_cells_yosys=300
export IMPL_floorplan_core_util_pct=31.0
export IMPL_first_pass_grt_wire_length_um=11300
export IMPL_worst_path_max_fanout=8
export IMPL_antenna_diode_instance_count=0
export IMPL_clock_skew_final_ns=0.00569
export IMPL_tightest_slew_ns=0.888
export IMPL_worst_setup_path_type="reg2out"
export IMPL_yosys_warnings=3
export IMPL_placementRows=42
export IMPL_reg_top3="data_storage: 32 flops, sample_count: 16 flops"
export IMPL_post_place_cells=509
export IMPL_synth_cell_type_count=45
export IMPL_timing_setup_tns_ns=0
export IMPL_power_per_cell_area_nw_per_um2=373
export IMPL_setup_worst_path_end_class="output port"
export IMPL_timing_critical_path_arrival_ns=2.16
export IMPL_cts_sinks=100
export IMPL_flip_flop_count_of_the_largest_register_after_layout=32
export IMPL_buffers_inserted_by_post_cts_timing_repair=0
export IMPL_totalWireLength_um=6550
export IMPL_worst_r2r_path_depth=5
export IMPL_timing_final_hold_violations=0
export IMPL_worst_path_max_delay_cell="clkdlybuf4s50_1"
export IMPL_largest_register="data_storage"
export IMPL_maxCapViolCount=0
export IMPL_postSynth_topFlopCell="edfxtp_1"
export IMPL_postLayoutSetupSlackWorst_ns=1.36
export IMPL_track_usage_pct=10.3
export IMPL_floorplan_die_width_um=119
export IMPL_core_region_area_um2=13300
export IMPL_synth_cell_area_um2=4130
export IMPL_worst_max_slew_margin_expressed_relative_to_the_limit_pct=40.6
export IMPL_reg2reg_slack_ns=1.60
export IMPL_routability_driven_placement_congestion_ratio=0.881
export IMPL_fillerInstances=1256
export IMPL_setup_viol=0
## final cells by class
class                      count  area, um2  area share (%)
inverter                      14       52.6            1.03
multi-input combinational    179       1210            23.9
clock buffer                  13        314            6.17
sequential                   100       2830            55.7
tap                          176        220            4.33
clock inverter                 6       56.3            1.11
timing repair buffer          40        398            7.82
## cells in the final DEF (no fill, tap or decap), types with 4 or more instances in the layout
master and instances:
clkdlybuf4s50_1 39, and2_1 4, a21o_1 4, xor2_1 5, o21ai_0 8, nor3_1 4, edfxtp_1 68, nor4_1 5
nand2b_1 6, a21oi_1 10, a211oi_1 4, inv_1 14, a31oi_1 6, nand2_1 24, xnor2_1 11, dfrtp_1 29
nor2_1 22, nor2b_1 5, nand4_1 4, clkbuf_16 12, nand3_1 11, ha_1 16
## metal layers
layer	track usage (%)	share of wire [%]	up-vias
met5	0	0	-
met4	1.56	0.82	0
met3	3.42	6.0	4
met2	15.4	46	67
met1	15.8	47	1143
li1	-	-	1204
## worst max path at each step
stage | startpoint | end | depth (start not counted)
finish | serdes.count[0] | SPI_SDI | 4
global route | serdes.count[0] | SPI_SDI | 4
CTS | serdes.count[0] | SPI_SDI | 4
## where the power goes
| part | internal (mW) | total, mW | switching (mW) |
|---|---|---|---|
| clock network | 0.526 | 0.884 | 0.358 |
| registers | 0.997 | 0.999 | 0.00190 |
| logic | 0.00560 | 0.0139 | 0.00834 |
| total | 1.53 | 1.90 | 0.369 |
## through the flow
step                      util (%)  total power, mW  hold WS [ns]  instance area (um2)
after global placement        35.3             1.03         0.332                 4720
after CTS                     38.1             1.93         0.346                 5090
after floorplan                  -             1.02         0.324                 4130
final                         38.1             1.90         0.343                 5090
after detailed placement      35.3             1.03         0.339                 4720
after global routing          38.1             1.96         0.353                 5090
## cells by family after synthesis
logic type | Yosys count | synth area share, %
multiplexers | 5 | 1.82
AND/OR/NAND/NOR | 96 | 12.1
flip-flops | 100 | 68.6
buffers and inverters | 21 | 2.06
XOR/XNOR | 16 | 3.39
adder cells (fa/ha/maj) | 16 | 4.84
AND-OR/OR-AND | 46 | 7.24
## worst register-to-register path, cell delays in order, from the launching register on
cell	delay [ns]
dfrtp_1	0.51
ha_1	0.40
o21ai_0	0.29
inv_1	0.37
nand3_1	0.16
nor2_1	0.71
No activity file was given, so power comes from the tool's default toggle rates.
